==> design/flow/design.v <==
module fifo_sync #(
  parameter int WIDTH = 32,
  parameter int DEPTH = 16
)(
  input  logic              clk,
  input  logic              rst_n,
  input  logic              in_valid,
  output logic              in_ready,
  input  logic [WIDTH-1:0]  in_data,
  output logic              out_valid,
  input  logic              out_ready,
  output logic [WIDTH-1:0]  out_data,
  output logic              full,
  output logic              empty,
  output logic [$clog2(DEPTH+1)-1:0] count
);
  localparam int ADDR_W = $clog2(DEPTH);
  initial begin
    if ((DEPTH & (DEPTH - 1)) != 0) begin
      $error("DEPTH must be power of 2 for fifo_sync (DEPTH=%0d).", DEPTH);
    end
  end
  logic [WIDTH-1:0] mem [0:DEPTH-1];
  logic [ADDR_W-1:0] wptr, rptr;
  logic push, pop;
  assign empty    = (count == 0);
  assign full     = (count == DEPTH[$bits(count)-1:0]);
  assign in_ready  = ~full;
  assign out_valid = ~empty;
  assign push = in_valid && in_ready;
  assign pop  = out_valid && out_ready;
  assign out_data = mem[rptr];
  always_ff @(posedge clk or negedge rst_n) begin
    if (!rst_n) begin
      wptr <= '0;
    end else if (push) begin
      mem[wptr] <= in_data;
      wptr <= wptr + 1'b1;
    end
  end
  always_ff @(posedge clk or negedge rst_n) begin
    if (!rst_n) begin
      rptr <= '0;
    end else if (pop) begin
      rptr <= rptr + 1'b1;
    end
  end
  always_ff @(posedge clk or negedge rst_n) begin
    if (!rst_n) begin
      count <= '0;
    end else begin
      unique case ({push, pop})
        2'b10: count <= count + 1'b1;  
        2'b01: count <= count - 1'b1;  
        default: count <= count;       
      endcase
    end
  end
endmodule
==> design/flow/constraint.sdc <==
current_design fifo_sync

set clk_period 22.8
set clk_io_pct 0.2

create_clock -name clk0 -period $clk_period [get_ports {clk}]

set non_clock_inputs [all_inputs -no_clocks]
set_input_delay [expr $clk_period * $clk_io_pct] -clock clk0 $non_clock_inputs
set_output_delay [expr $clk_period * $clk_io_pct] -clock clk0 [all_outputs]
==> design/flow/run.sh <==
#!/bin/bash
# OpenROAD 26Q1-2900-gdf79404cd8, Yosys 0.63+post, stock flow scripts
make -C /OpenROAD-flow-scripts/flow DESIGN_CONFIG=/design/flow/config.mk WORK_HOME=/design/flow/orfs finish
==> design/flow/config.mk <==
export PLATFORM = sky130hd
export DESIGN_NAME = fifo_sync
export DESIGN_NICKNAME = fifo_sync
export VERILOG_FILES = /design/flow/design.v
export SDC_FILE = /design/flow/constraint.sdc
export NUM_CORES = 4
export LEC_CHECK = 1
export CORE_UTILIZATION = 50
export SYNTH_HDL_FRONTEND = slang
==> run summary <==
CTS tree: done
Placed cells: 1,583
First-pass GRT wire length: 64.5 mm
Leak: 7.73 nW
Core area: 0.0400 mm^2
IO Pins: 77
Unrepaired setup endpoints after global routing: no
Crit path kind: reg2out
Worst EP required: 18.24 ns
Yosys cell count: 1,012
Vias in the first global route: 10,700
Total GRT Usage: 0.240
Clk slew on worst S/H paths: 0.06 ns
Crit. End Element: output pin
Peak VDD IR: 0.0681 mV
Antenna Cells: 0
Final period utilization: 0.387
DRC violation count after routing: 0
Die Wd: 204 um
Initial antenna violation count: 1
Sequential share of power: 0.424
Antenna Nets Post-Route: 0
Yosys stat area: 0.0204 mm^2
Clock Skew: 0.0153 ns
Clock Path Buffers: 3
Status: finished, final reports clean
Critical path arrival: 4.26 ns
Fp util: 0.511
Clk sinks: 525
Post_cts resized: 0
Avg Vias per Cell: 5.94
Fin Setup TNS: 0 ns
Logic pwr share: 0.296
DR WL/cell: 25.6 um
CTS root buf: clkbuf_16
GP Congestion: 0.758
YS warnings: 0
Vias: 9,961
Most common logic cells in the final layout: 512 x edfxtp_1, 129 x mux2i_1, 76 x clkdlybuf4s50_1, 64 x a221oi_1, 60 x mux4_2
Flops & latches, synth: 525
PwrDens: 119 mW/mm^2
CTS buffer count: 52
Worst-path maximum fanout: 39
Largest net degree at the start of global routing: 90
Share of cells above drive strength 1: 0.158
Maximum clock rate: 0.113 GHz
Syn avg cell area: 20.2 um^2
Most numerous logic cell after layout: edfxtp_1
Syn Inst Count: 1,012
DIE HEIGHT: 204 um
Initial DRT Pass Iterations: 4
CTS Hold Bufs: 0
OpenROAD warning count: 28
Total power draw: 0.00277 W
HP Class: reg2reg
Post-Layout Cell Count: 1,678
Clock power frac: 0.279
Switching share of power: 0.294
H-tree Lvls: 2
Starting DRC count in detailed routing: 648
Pins Over Slew Limit: 0
Port Buf Inserts: 76
Post-CTS setup buffers: 0
Die area: 0.0417 mm^2
NetSw: 0.000815 W
Relative slew slack: 0.459
# rows: 73
Fillers: 2,846
Clock Latency Late Sink: 0.58 ns
Synth unique cells: 32
Setup violations, final: 0
Final Hold Fails: 0
Area Overhead vs Synth: 14.2%
HPWL after DPL: 20.3 mm
Mapped Area: 0.0204 mm^2
Startpoint types: flip-flop
Sequential area share after synthesis: 0.768
Total of max-cap violations: 0
Final wirelength: 42.9 mm
Final critical-path setup slack: 13.98 ns
Worst-Margin Slew: 0.810 ns
Setup Slack @ Placement: 14.53 ns
Grt total ovfl: 0
Internal power: 0.00195 W
Min Clock Period, post-route: 8.82 ns
-- worst max-delay path, cell delays in order, from the launching register on --
cell             delay (ns)
dfrtp_4                0.74
buf_4                  0.62
and2_2                 0.41
buf_4                  0.40
buf_4                  0.49
a221oi_1               0.20
o21ai_0                0.21
nand2_1                0.13
clkdlybuf4s50_1        0.44
-- power by group through the flow --
stage / combinational, W / sequential, W / clock (W)
4_1_cts: 0.000835 / 0.00118 / 0.000792
6_report: 0.000820 / 0.00117 / 0.000774
5_1_grt: 0.000902 / 0.00118 / 0.000828
-- sequential cells by signal, summed over array words and instances (netlist names) --
signal and flops:
mem 512, count 5, wptr 4, rptr 4
-- worst paths after layout --
path                            startpoint            to  slack, ns  depth (start not counted)
max in group asynchronous            rst_n       rptr[0]      17.75                          1
min in group asynchronous            rst_n       wptr[0]       4.45                          1
worst min register to register    count[4]      count[4]       0.52                          1
worst max register to register     rptr[1]       rptr[3]      19.64                          6
worst max-delay path               rptr[1]  out_data[22]      13.98                          8
worst min-delay path              count[4]      count[4]       0.52                          1
-- metal layers --
metal  routed length, um  GRT usage
met1               15600      0.370
met2               19300      0.320
met3                6930      0.164
met4                1040     0.0461
met5                  13          0
-- kinds of logic after synthesis --
kind of cell / count (synthesis) / share of synthesized area
muxes: 194 / 0.135
AOI/OAI and AO/OA: 135 / 0.0489
and+or+nand+nor: 72 / 0.0157
xor gates and xnor gates: 10 / 0.00429
DFF: 525 / 0.768
adders and majority gates: 10 / 0.00649
buffers and inverters: 66 / 0.0212
-- area by class of cell --
| cell class | instances | area [um^2] | share of cell area |
|---|---|---|---|
| flip-flops and latches | 525 | 15700 | 0.673 |
| multi-input cells | 421 | 4430 | 0.190 |
| clock buffers | 60 | 1350 | 0.0580 |
| repair buffers | 102 | 968 | 0.0415 |
| well taps | 525 | 657 | 0.0282 |
| clock inverters | 35 | 181 | 0.00778 |
| inverters | 10 | 37.5 | 0.00161 |
-- stage by stage --
step | hold WS, ns | cell area (um^2) | utilization
3_3_place_gp | 0.512 | 21800 | 0.545
5_1_grt | 0.552 | 23300 | 0.583
3_5_place_dp | 0.511 | 21800 | 0.545
2_1_floorplan | 0.457 | 20400 | -
4_1_cts | 0.526 | 23300 | 0.583
6_report | 0.520 | 23300 | 0.583
-- Yosys cell counts --
library cell | n | share of area
a21o_1 | 1 | 0.00037
a21oi_1 | 2 | 0.00049
a221oi_1 | 64 | 0.027
a22oi_1 | 32 | 0.012
and2_1 | 3 | 0.00092
buf_2 | 19 | 0.0047
buf_4 | 3 | 0.0011
buf_6 | 8 | 0.0044
buf_8 | 8 | 0.0059
clkbuf_1 | 18 | 0.0033
dfrtp_1 | 13 | 0.016
edfxtp_1 | 512 | 0.75
fa_1 | 1 | 0.00098
ha_1 | 9 | 0.0055
inv_1 | 10 | 0.0018
mux2_2 | 1 | 0.00055
mux2i_1 | 129 | 0.063
mux4_1 | 4 | 0.0051
mux4_2 | 60 | 0.066
nand2_1 | 40 | 0.0073
nand2_2 | 1 | 0.00031
nand2b_1 | 1 | 0.00031
nand3_1 | 3 | 0.00073
nand3b_1 | 2 | 0.00073
nand4_1 | 1 | 0.00031
nor2_1 | 16 | 0.0029
nor2b_1 | 2 | 0.00061
nor4_2 | 1 | 0.00061
o21ai_0 | 36 | 0.0088
or3b_2 | 2 | 0.00086
xnor2_1 | 7 | 0.0030
xor2_1 | 3 | 0.0013
Power and IR drop assume default switching activity.
